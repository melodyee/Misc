--- /design/flow/constraint.sdc ---
current_design rs

set clk_period 7.3
set clk_io_pct 0.2

create_clock -name clk0 -period $clk_period [get_ports {clock}]

set non_clock_inputs [all_inputs -no_clocks]
set_input_delay [expr $clk_period * $clk_io_pct] -clock clk0 $non_clock_inputs
set_output_delay [expr $clk_period * $clk_io_pct] -clock clk0 [all_outputs]
--- /design/flow/config.mk ---
export PLATFORM = sky130hd
export DESIGN_NAME = rs
export DESIGN_NICKNAME = rs
export VERILOG_FILES = /design/flow/design.v
export SDC_FILE = /design/flow/constraint.sdc
export NUM_CORES = 4
export LEC_CHECK = 1
export CORE_UTILIZATION = 30
--- /design/flow/design.v ---
`timescale 1ns / 10ps
module rs(reset,clock,issuebus,resbus,out);
	input reset;
	input clock;
	input [99:0] issuebus;
	input [40:0] resbus;
	output [80:0] out;
	reg [1:0] rs_valid;
	reg [7:0] rs_op[1:0];
	reg [7:0] rs_qj[1:0];
	reg [7:0] rs_qk[1:0];
	reg [1:0] rs_rj;  
	reg [1:0] rs_rk;
	reg [31:0] rs_vj[1:0];
	reg [31:0] rs_vk[1:0];
	reg [7:0] rs_dest[1:0];
	wire issue_valid;
	wire issue_rj,issue_rk;
	wire [7:0]issue_op;
	wire [7:0]issue_qj;
	wire [7:0]issue_qk;
	wire [31:0] issue_vj;
	wire [31:0] issue_vk;
	wire res_valid;
	wire [7:0]res_dest;
	wire [31:0] res_value;
	wire out_valid;
	wire [7:0] out_dest;
	wire [7:0] out_op;
	wire [31:0] out_vj;
	wire [31:0] out_vk;
	assign issue_valid= issuebus[98];
	assign issue_op   = issuebus[97:90];
	assign issue_dest = issuebus[89:82];
	assign issue_rj   = issuebus[81];
	assign issue_rk   = issuebus[80];
	assign issue_qj   = issuebus[79:72];
	assign issue_qk   = issuebus[71:64];
	assign issue_vj   = issuebus[63:32];
	assign issue_vk   = issuebus[31:0];
	assign res_valid  = resbus[40];
	assign res_dest   = resbus[39:32];
	assign res_value  = resbus[31:0];
	assign out[80]    = out_valid;
	assign out[79:72] = out_op;
	assign out[71:64] = out_dest;
	assign out[63:32] = out_vj;
	assign out[31:0]  = out_vk;
	wire zeroOwnsOut, oneOwnsOut;
	assign zeroOwnsOut = rs_valid[0] & rs_rj[0] & rs_rk[0];
	assign oneOwnsOut = rs_valid[1] & rs_rj[1] & rs_rk[1];
	assign out_valid = zeroOwnsOut | oneOwnsOut;
	assign out_op = zeroOwnsOut?rs_op[0]:rs_op[1];
	assign out_dest = zeroOwnsOut?rs_dest[0]:rs_dest[1];
	assign out_vj = zeroOwnsOut?rs_vj[0]:rs_vj[1];
	assign out_vk = zeroOwnsOut?rs_vk[0]:rs_vk[1];
	always @(posedge clock) begin
		if (reset) begin
			rs_valid <= 2'b0;
		end else begin
			if (issue_valid) begin
				if (~rs_valid[0]) begin
					rs_valid[0] <= 1'b1;
					rs_op[0] <= issue_op;
					rs_dest[0] <= issue_dest;
					rs_rj[0] <= issue_rj;
					rs_rk[0] <= issue_rk;
					rs_qj[0] <= issue_qj;
					rs_qk[0] <= issue_qk;
					rs_vj[0] <= issue_vj;
					rs_vk[0] <= issue_vk;
				end else if (~rs_valid[1]) begin
					rs_valid[1] <= 1'b1;
					rs_op[1] <= issue_op;
					rs_dest[1] <= issue_dest;
					rs_rj[1] <= issue_rj;
					rs_rk[1] <= issue_rk;
					rs_qj[1] <= issue_qj;
					rs_qk[1] <= issue_qk;
					rs_vj[1] <= issue_vj;
					rs_vk[1] <= issue_vk;  
				end  
			end  
			if (res_valid) begin
				if (rs_valid[0]) begin
					if (~rs_rj[0] & res_dest==rs_qj[0]) begin
						rs_vj[0] <= res_value;
						rs_rj[0] <= 1'b1;
					end
					if (~rs_rk[0] & res_dest==rs_qk[0]) begin
						rs_vk[0] <= res_value;
						rs_rk[0] <= 1'b1;
					end
				end
				if (rs_valid[1]) begin
					if (~rs_rj[1] & res_dest==rs_qj[1]) begin
						rs_vj[1] <= res_value;
						rs_rj[1] <= 1'b1;
					end
					if (~rs_rk[1] & res_dest==rs_qk[1]) begin
						rs_vk[1] <= res_value;
						rs_rk[1] <= 1'b1;
					end
				end
			end  
		end  
	end
endmodule
--- /design/flow/run.sh ---
#!/bin/bash
# OpenROAD 26Q1-2900-gdf79404cd8, Yosys 0.63+post, stock flow scripts
make -C /OpenROAD-flow-scripts/flow DESIGN_CONFIG=/design/flow/config.mk WORK_HOME=/design/flow/orfs finish
==> run summary <==
Slew Viols, Final -> 0
CP Launch Type -> flip-flop
Fill cells -> 3162
Worst Path Required -> 5.84 ns
# rows -> 67
Switch share -> 23.2%
Post-CTS setup buffer count -> 0
Combinational share of power -> 16.6%
R2R cell count -> 5
DRC violations left -> 0
PwrDens -> 200 nW/um^2
Yosys cell types -> 22
Skew final -> 0.0112 ns
Die height -> 188 um
Status -> finished, final reports clean
EDFF count, synth -> 182
Yosys Instances -> 627
F_max -> 0.225 GHz
Worst setup EP type -> output pin
Routability congestion estimate -> 0.788
HPWL Detailed -> 15.1 mm
WL/cell -> 18.7 um
Yosys reg bits -> 184
Post-synth top area cell -> edfxtp_1
Total placed cells including tap cells -> 1257
Post-cts resize count -> 0
Ys flop type -> edfxtp_1
Rel. slew slack -> 45.1%
Final period util -> 61.0%
Final hold violations -> 0
P&R area growth vs syn -> 29.8%
Post-route ant nets -> 0
Starting DRT DRC Count -> 214
Synth Area in XOR/XNOR -> 2.69%
Floorplan utilization -> 30.8%
Setup violators final -> 0
Cell area after layout -> 13500 um^2
Setup WS pre-CTS -> 2.93 ns
Synth Instances -> 627
Total clock sinks -> 184
Peak supply drop -> 166 uV
Final Critical Period -> 4.45 ns
Max-Cap Viols -> 0
TritonCTS clock tree -> built
Area share, top type -> 52.5%
Seq pwr share -> 47.2%
Final wirelength -> 24.2 mm
Root buf cell -> clkbuf_16
DR vias -> 5870
Post-synthesis cell area -> 10400 um^2
Worst Hold Depth -> 2
RSZ-0062 raised after global routing -> no
Total CTS buffers -> 17
Area reported by Yosys stat -> 10400 um^2
Initial antenna violation count -> 4
Vias per cell -> 4.54
Largest net degree at the start of global routing -> 76
Measured slew at the worst slew-check pin -> 0.823 ns
Chip area -> 35500 um^2
Placed Instance Area -> 12900 um^2
Clock power frac -> 36.1%
Synth Seq Share -> 52.8%
Commonest cells post-synth -> mux2_2 (230), edfxtp_1 (182), mux2_4 (99)
Simple share -> 1.91%
Initial DRT Pass Iterations -> 4
Leakage -> 5.10 nW
Worst path arrival time -> 2.99 ns
CTS Hold Bufs -> 0
Overflow after GRT -> 0
Clock-pin slew on the worst setup and hold paths -> 0.08 ns
Worst-skew pair later-pin latency -> 0.45 ns
Dominant combinational family -> multiplexers
First-pass GRT wire length -> 37.0 mm
Avg Inst Size Synth -> 16.6 um^2
Port Buffer Count -> 208
Total power draw -> 2.70 mW
Ports -> 224
Final core occ -> 39.9%
Aoi share -> 0.0480%
Hold Slack -> 0.550 ns
# H-tree levels -> 4
OpenROAD warning count -> 33
Internal -> 2.08 mW
Critical path class -> flip-flop to output pin
Vias in the first global route -> 6292
Flop2flop setup slack -> 4.69 ns
Share of layout cells above drive strength 1 -> 45.8%
Yosys top cell by instances -> mux2_2
Worst min-delay path class -> flip-flop to flip-flop
Core Box Area -> 33900 um^2
Total track usage -> 14.3%
Final setup margin -> 2.85 ns
Clk buf depth -> 2
Top cells, area -> edfxtp_1 (52%), mux2_2 (25%), mux2_4 (14%), xor2_1 (2.7%), buf_6 (1.3%)
Synth async-reset ratio -> 0%
Setup TNS -> 0 ns
Critical Path Fanout Max -> 39
Mux area share -> 39.5%
Fa+ha+maj area frac -> 0%
Horiz. Die Dim -> 188 um
Post-route insts no fill -> 1292
Yosys Warn Count -> 8
Switching pwr -> 0.628 mW
[worst max-delay path, cell delays in order, from the launching register on]
cell and delay (ns):
edfxtp_1 0.46, nand3_4 0.58, buf_4 0.62, mux2_2 0.40, clkdlybuf4s50_1 0.49
[worst paths after layout]
check / endpoint / startpoint
worst max-delay path: out[63] / rs_rj[0]
worst min-delay path: rs_valid[1] / rs_valid[1]
worst max register to register: rs_vk[1][3] / rs_qk[1][7]
worst min register to register: rs_valid[1] / rs_valid[1]
[flip-flops by register name, summed over array words and instances (netlist names)]
register	cells
rs_vj	64
rs_vk	64
rs_op	16
rs_qj	16
rs_qk	16
rs_dest	2
rs_rj	2
rs_rk	2
rs_valid	2
[cell type report]
type                    instances  area, um^2  share of cell area, %
inverters                       1        8.76                 0.0647
multi-input cells             405        4670                   34.6
flip-flops and latches        184        5510                   40.7
clock inverters                15         181                   1.34
diodes                          3        7.51                 0.0555
clock buffers                  17         425                   3.14
well taps                     448         561                   4.14
repair buffers                219        2160                   16.0
[routing by layer]
metal  global-route usage [%]  routed length [um]
met1                     22.0               11100
met2                     21.4               11000
met3                     4.73                1750
met4                     1.24                 220
met5                        0                  11
[placed cells by master, fill, tap and decap left out, drive strengths merged]
cell type and n:
mux2 329, clkdlybuf4s50 208, edfxtp 182, xor2 32
clkbuf 17, buf 11, inv 9, nor3 8
nand2 7, conb 7, nand3 6, nor2 5
nor4 4, mux2i 4, clkinv 4, diode 3
bufinv 2, dfxtp 2, nand3b 1, nand2b 1
a21oi 1, clkinvlp 1
[power groups by stage]
stage / registers [mW] / logic, mW / clock network (mW)
CTS: 1.28 / 0.456 / 1.01
global route: 1.29 / 0.486 / 1.04
finish: 1.28 / 0.450 / 0.977
[kinds of logic (layout without fill, tap and decap cells)]
family / count (synthesis) / in the layout
AOI/OAI and AO/OA: 1 / 1
other: 1 / 10
muxes: 333 / 333
DFF: 184 / 184
buffers and inverters: 44 / 252
xor gates and xnor gates: 32 / 32
and+or+nand+nor: 32 / 32
No activity file was given, so power comes from the tool's default toggle rates.
